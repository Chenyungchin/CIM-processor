File: flow/run.sh
#!/bin/bash
# OpenROAD 26Q1-2900-gdf79404cd8, Yosys 0.63+post, stock flow scripts
make -C /OpenROAD-flow-scripts/flow DESIGN_CONFIG=/design/flow/config.mk WORK_HOME=/design/flow/orfs finish
File: flow/config.mk
export PLATFORM = sky130hd
export DESIGN_NAME = weight_sram_wrapper_32X30
export DESIGN_NICKNAME = weight_sram_wrapper_32X30
export VERILOG_FILES = /design/flow/design.v
export SDC_FILE = /design/flow/constraint.sdc
export NUM_CORES = 4
export LEC_CHECK = 1
export CORE_UTILIZATION = 50
File: flow/design.v
module weight_sram_wrapper_32X30 (
	input              clk,
	input              ceb,
	input              web,
	input      [4:0]  A,
	input      [29:0] D,
	output reg [29:0] Q
);
reg [29:0] memory [0:31];
wire [29:0] wdata_w;
wire [29:0] rdata_w;
assign wdata_w = D;
assign rdata_w = (!ceb && web)? memory[A]: 30'hz;
always @(posedge clk ) begin 
	Q <= rdata_w;
end
always @(posedge clk) begin
	if(!(ceb) && !(web))
		memory[A] <= wdata_w;
	else
		memory[A] <= memory[A];
end
endmodule
File: flow/constraint.sdc
current_design weight_sram_wrapper_32X30

set clk_period 7.4
set clk_io_pct 0.2

create_clock -name clk0 -period $clk_period [get_ports {clk}]

set non_clock_inputs [all_inputs -no_clocks]
set_input_delay [expr $clk_period * $clk_io_pct] -clock clk0 $non_clock_inputs
set_output_delay [expr $clk_period * $clk_io_pct] -clock clk0 [all_outputs]
==> results.txt <==
Physical implementation.

- The flow ran to the end, and the final reports show no timing, DRC or antenna violations.
- The most used flip-flop cell is edfxtp_1.
- The count of instances resized after the clock tree is built is 0.
- For the worst reg-to-reg path, the endpoint reported by OpenROAD is memory[7][27].
- According to the floorplan report, the total die area is about 0.076 sq mm.
- In this run the maximum-capacitance check reported violations numbering 0.
- The register bit total from synthesis is 990.
- Entering global routing, the biggest net connects 102 pins.
- The final critical path time including I/O delays and setup is 4.73 ns.
- The via count of the first global-routing pass was 20400.
- Counting the fill cells in the layout gives around 5300.
- The script computed a power per unit cell area of 277 mW/mm^2.
- Of the total power, combinational logic draws 6.4%.
- 0 antenna diodes ended up in the layout.
- The power share of the sequential group is 54.0%.
- The slew at the pin closest to its max-slew limit is approximately 0.95 ns.
- The final hold slack is 0.693 ns.
- Looking at the worst setup and hold paths, the clock pins of their registers show a slew of around 0.060 ns.
- The TritonCTS buffer count is about 97.
- TritonCTS built the clock tree.
- The number of different library cells used by synthesis comes to 23.
- After routing, the total negative slack on setup checks comes to 0 ns.
- The cell sequence reported for the critical path is clkdlybuf4s50_1 -> nand4b_1 -> buf_4 -> o22ai_1 -> nor4_1 -> a31oi_2 -> buf_4.
- Per the final timing report, the hold violations number 0.
- The largest area contributor in the synthesized netlist is edfxtp_1.
- The final tally of max-slew violations is 0.
- The worst setup path is launched from an input port.
- The number of instances in the placed design is approximately 3100.
- The fraction of synthesis flops using an asynchronous set or reset pin is 0%.
- In this run the tool buffered the top-level ports with 67 buffer cells.
- The cell count after synthesis came out at 2042.
- The remaining routing DRC violations is 0.
- The beginning of the worst register-to-register path is memory[6][27].
- The cell area that synthesis handed to floorplanning was 0.0374 sq mm.
- The total number of vias is 19400.
- The number of nets still failing antenna checks after routing is 0.
- Setup repair after global routing left no endpoint under its margin.
- For this run the detailed placement stage logged an HPWL of 52400 microns.
- The average wire per cell in the routed design is between 20 and 30 microns.
- Per the OpenROAD power report, leakage power amounts to between 10 and 15 nW.
- The sum of overflow across all layers after global routing is 0.
- The OpenROAD warning count is 27.
- In this run the VDD rail shows a maximum IR drop of between 200 and 250 uV.
- Counting the warning lines in the Yosys log gives 2.
- Across all checked pins, the minimum headroom to the slew limit is 36.6%.
- The initial antenna violation count is 0.
- The buffer levels on the longest clock path is 3.
- RePlAce ended its routability-driven mode at a weighted congestion of 0.843.
- The endpoint of the worst hold-timing path is Q[10].
- The internal power contribution is approximately 9.4 mW.
- STA classifies the critical path endpoint as a flop.
- The end-of-flow timing check tallies setup violations at 0.
- The area of the synthesized netlist per yosys stat is between 0.03 and 0.04 sq mm.
- The net switching fraction of the power is 21.0%.
- The cell row count is 99.
- The critical setup path kind is in -> reg.
- The part of the Yosys area used for sequential elements is 78.6%.
- The most numerous cell type found on the critical path is buf_4.
- Summing internal, switching and leakage power gives 11.9 mW.
- From bottom edge to top edge, the die measures around 280 microns.
- CTS built an H-tree with a depth of 3.
- The total I/O pin count is just under 70.
- The first-pass iteration count of the detailed router is 5.
- For reference, the top cells by area after synthesis are edfxtp_1 (77%), mux2i_1 (13%), o22ai_1 (4.0%), dfxtp_1 (1.6%), buf_2 (1.2%).
- The endpoint arrival time on the critical path is 5.10 ns.
- Buffers added to address setup during post-CTS repair amount to 0.
- Across every metal layer, demand over resource in global routing totals between 20% and 30%.
- For this design, the CTS-stage hold fixing added 0 buffers.
- The synthesized area per cell is 18.3 sq um.
- The internal reg-to-reg setup slack is 5.01 ns.
- The startpoint of the worst hold path is memory[8][10].
- Derived from the worst setup path, the maximum achievable clock frequency is about 0.21 GHz.
- Summed over all layers, the routed wires come to 94600 microns.
- For this run, the detailed router reports a per-instance via density of roughly 6.0.
- The synthesis-to-finish area growth is 15.1%.
- The number of instances on the worst hold path is 4.
- The fraction of layout instances using a drive strength above 1 is between 10% and 20%.
- Before placement the cells fill 50.9% of the core.
- According to the hold report, the worst path is of the reg -> reg type.
- STA lists the maximum fanout along the critical path as 24.
- The share of the synthesized area in the top cell type is 77.0%.
- The worst-case reg-to-reg path depth is 5.
- The non-filler instance count after layout is 3231.
- The number of clock sinks seen by CTS is 990.
- The data required time at the worst endpoint is 7.76 ns.
- The standard cell with the maximum stage delay on the critical path is clkdlybuf4s50_1.
- Among all stages on the critical path, the maximum delay recorded is 0.98 ns.
- The part of the power in the clock network is 39.5%.
- The first global-routing pass estimated 137000 microns of wire.
- The number of cells in the yosys synthesis report is slightly above 2000.
- The number of enable flip-flop cells is 960.
- Post-route period utilization is reported as 63.9%.
- The switching power of the nets is 2.51 mW.
- The worst clock skew on the final layout is 0.0308 ns.
- The number of DRC markers after the initial detailed-route iteration is 1230.
- The cell at the root of the clock tree is clkbuf_16.
- The die is 276 microns wide.
- The clock latency on the worst-skew pair is ~0.64 ns.
- The core region is 0.0736 sq mm.
-- through the flow --
step | setup WS (ns) | util (%) | cell area, sq um
floorplan | 2.45 | - | 37400
global placement | 2.27 | 54.4 | 40000
detailed placement | 2.08 | 54.4 | 40000
CTS | 2.77 | 58.6 | 43100
global route | 2.31 | 58.6 | 43100
finish | 2.67 | 58.6 | 43100
-- final cells by class --
cell class                      instances  area [sq um]  area share (%)
Sequential cell                       990         29400            68.3
Multi-Input combinational cell        932          7910            18.4
Clock buffer                          137          2670            6.20
Timing Repair Buffer                  170          1500            3.48
Tap cell                              959          1200            2.78
Clock inverter                         43           390           0.906
-- registers in the layout, indices dropped and copies added (netlist names) --
register and cells:
memory 960, Q 30
-- cell usage in the layout, fill, tap and decap left out, types with 2 or more instances in the layout --
cell	n
nor3_2	4
nor2_4	28
clkbuf_1	34
or3b_2	2
o22ai_1	240
clkbuf_16	100
clkinv_2	15
dfxtp_1	30
nand4b_1	4
nand2_1	33
mux2i_1	480
or4b_2	4
bufinv_16	7
nand2b_1	2
buf_12	4
clkdlybuf4s50_1	66
edfxtp_1	960
a31oi_2	30
buf_4	99
nand3b_1	2
nand4bb_2	6
clkinv_1	17
clkbuf_8	3
nor4_1	60
nor2_1	31
-- critical path, delay by kind of cell --
family	cells	cell delay, ns
AND-OR/OR-AND	2	0.54
buffers and inverters	3	1.86
AND/OR/NAND/NOR	2	1.19
-- cell families after synthesis --
family | count (synthesis) | share of synthesized area, %
buffers and inverters | 120 | 1.50
DFF | 990 | 78.6
AOI/OAI and AO/OA | 270 | 4.51
muxes | 480 | 12.8
and+or+nand+nor | 182 | 2.58
-- power by group through the flow --
stage | logic, mW | registers, mW | clock network (mW)
after CTS | 0.771 | 6.45 | 4.80
after global routing | 0.838 | 6.46 | 5.02
final | 0.769 | 6.45 | 4.72
-- worst max path at each step --
stage | start | end | slack (ns)
CTS | A[3] | memory[7][27] | 2.77
global route | A[3] | memory[29][27] | 2.31
finish | A[3] | memory[7][27] | 2.67
-- layer usage --
layer	GRT usage, %	wire (microns)
met5	0.752	80
met1	37.8	32000
met3	22.0	16500
met2	40.3	43600
met4	5.90	2450
-- synth_stat cells, drive strengths merged, types with 2 or more instances --
cell type and count:
nand3b 2, nand2b 2, nor3 4, or2 2, a31oi 30, clkbuf 29
nand4b 4, nor2 59, dfxtp 30, nand4bb 6, o22ai 240, nand2 33
or3b 2, or4b 4, nor4 60, buf 91, mux2i 480, edfxtp 960
No activity file was given, so power comes from the tool's default toggle rates.
